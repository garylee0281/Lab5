<file path="design/flow/config.mk">
export PLATFORM = sky130hd
export DESIGN_NAME = bcd_d
export DESIGN_NICKNAME = bcd_d
export VERILOG_FILES = /design/flow/design.v
export SDC_FILE = /design/flow/constraint.sdc
export NUM_CORES = 4
export LEC_CHECK = 1
export CORE_AREA = 10 10 70 70
export DIE_AREA = 0 0 80 80
</file>
<file path="design/flow/constraint.sdc">
current_design bcd_d

set clk_period 1.0
set clk_io_pct 0.2

create_clock -name clk0 -period $clk_period

set non_clock_inputs [all_inputs -no_clocks]
set_input_delay [expr $clk_period * $clk_io_pct] -clock clk0 $non_clock_inputs
set_output_delay [expr $clk_period * $clk_io_pct] -clock clk0 [all_outputs]
</file>
<file path="design/flow/design.v">
`timescale 1ns / 1ps
module bcd_d(
    display,  
	bcd  
	);
	output [14:0] display;  
	input [3:0] bcd;  
	reg [14:0] display;  
	always @(bcd)
		case (bcd)
			4'd0: display = 15'b0000_0011_1111_111;  
			4'd1: display = 15'b1111_1111_1011_011;  
			4'd2: display = 15'b0010_0100_1111_111;  
			4'd3: display = 15'b0000_1100_1111_111;  
			4'd4: display = 15'b1001_1000_1111_111;  
			4'd5: display = 15'b0100_1000_1111_111;  
			4'd6: display = 15'b0100_0000_1111_111;  
			4'd7: display = 15'b0001_1111_1111_111;  
			4'd8: display = 15'b0000_0000_1111_111;  
			4'd9: display = 15'b0000_1000_1111_111;  
			default: display = 15'b1111_1111_1111_111;  
		endcase
endmodule
</file>
<file path="design/flow/run.sh">
#!/bin/bash
# OpenROAD 26Q1-2900-gdf79404cd8, Yosys 0.63+post, stock flow scripts
make -C /OpenROAD-flow-scripts/flow DESIGN_CONFIG=/design/flow/config.mk WORK_HOME=/design/flow/orfs finish
</file>
==> results.cfg <==
; generated from flow reports
[final_layout]
final_cell_mix = 9 x buf_4, 8 x buf_2, 5 x conb_1, 5 x buf_6
n_fill_cell = 391
synthToLayoutAreaGrowth_pct = 94.8
fin_area_um2 = 561
logic_area_um2 = 287
final_common_cell = buf_4
flops = 0
final_util_pct = 16.4
seq_area_um2 = 0
clkbuf_count = 0
drive_gt1_share_pct = 58.6

[setup_path]
criticalPathCategory = input pin to output port
crit_chain = buf_6 -> buf_6 -> ha_4 -> mux2i_1 -> nand2b_1 -> buf_4 -> a21boi_2 -> buf_2
critPathMaxStageDelay_ps = 140
setup.worst_path.start_class = input pin
end_kind = output port
crit_top_cell = buf_6
critPathRequiredTime_ps = 800
slowest_stage = ha_4
worstPathMaxFanout = 3
worstPathArrival_ps = 1130

[place]
dpl.hpwl_um = 715
place.gp.congestion = 0.835
port_buffers = 14
dpl_cell_area_um2 = 489

[detailed_routing]
routed_wl_um = 968
wl_met2_um = 381
n_antenna_cell = 0
viasPerCell = 2.91
drc_errors = 0
drt_iter0_drc = 11
drt_pass1_iterations = 2
wl_met1_um = 444
wire_per_inst_um = 9.31
postRouteAntennaNets = 0
wl_met3_um = 142
num_vias = 303
highest_layer = met3

[flow_run]
cap_violations = 0
openroad.warnings = 39

[power_and_ir_drop]
total_power_uw = 208
pwr_density_cell_mw_per_mm2 = 370
irDropWorstVdd_uv = 57.5
p_leak_uw = 0.000257

[min_path]
hp-class = input pin to output port

[sta]
tns_ps = -1840
setup_violations = 9
setup_ws_ps = -326
max_freq_ghz = 0.754
hold_violations = 0
post-route-min-period_ps = 1330
drv_slew = 0
grt_setup_unrepaired = true
min_period_over_period_pct = 133

[synthesis]
synth-warning-count = 1
yosysUniqueCellTypes = 18
synth_area_leader_cell = ha_1
top_cell_area_share_pct = 26.1
netlist_area_um2 = 288
synth_seq_share_pct = 0
ys_cells = 36
ys_area_um2 = 288
area_leaders = ha_1 26%, buf_4 18%, mux2i_1 7.0%
synthCells = 36
synth_area_per_cell_um2 = 7.99

[floorplan]
io_pins = 19
dieArea_mm2 = 0.00640
fp.dieH_um = 80
rows = 21
fp_util_pct = 8.42
die_w_um = 80
fp.coreArea_mm2 = 0.00342

[status]
outcome = complete, but fails checks
violations = negative setup slack

[global_route]
antenna_found_initial = 0
grt_first_pass_wirelength_mm = 1.65
overflow = 0
grtUsageTotal_pct = 3.03
grt_max_degree = 9
grt_pass1_vias = 307
==> layout make-up <==
class / count / share of cell area [%]
inverter: 2 / 2.68
timing repair buffer: 26 / 35.9
tap: 46 / 10.3
multi-input combinational: 30 / 51.1
==> layer usage <==
layer  vias up  global-route usage, %
met5         -                      0
met4         0                      0
met3         0                   1.48
met2        13                   4.33
met1       138                   4.22
li1        152                      -
==> logic make-up (layout without fill, tap and decap cells) <==
family | Yosys count | in the layout | synth area share [%]
xor+xnor | 1 | 1 | 3.04
other cells | 1 | 5 | 1.30
buf+inv | 10 | 28 | 24.8
simple gates | 8 | 8 | 16.1
fa+ha+maj | 6 | 6 | 26.1
mux | 2 | 2 | 6.96
compound gates | 8 | 8 | 21.7
==> final timing paths <==
path	from	endpoint	slack [ps]	cells past startpoint
hold / removal	bcd[2]	display[12]	830	4
setup / recovery	bcd[0]	display[11]	-330	8
==> where the power goes <==
part	switching, uW	internal, uW
clock	0	0
sequential	0	0
combinational	83.9	124
total	83.9	124
==> through the flow <==
step           setup WS [ps]  hold WS (ps)  instances
6_report                -326           827        104
5_1_grt                 -396           860        104
4_1_cts                 -330           821        104
3_5_place_dp            -996          1550         99
3_3_place_gp            -985          1560         99
2_1_floorplan           30.7           470         40
==> critical path, delay by kind of cell <==
family,cells,cell delay (ps)
mux,1,110
simple gates,1,80
buf+inv,4,460
compound gates,1,140
fa+ha+maj,1,140
==> Yosys cell counts <==
library cell  count
a21boi_2          1
a21oi_1           1
a2bb2oi_1         1
and2b_1           1
buf_4             7
buf_6             1
conb_1            1
ha_1              6
inv_1             2
mux2i_1           2
nand2_1           3
nand2b_1          1
nand2b_4          1
nor2_1            2
o21a_1            2
o21ai_0           1
o22a_1            2
xnor2_1           1
==> what timing repair did <==
| item | CTS | global route |
|---|---|---|
| buffers inserted | 5 | 0 |
| endpoints found under the setup margin | 10 | 10 |
| pin swaps | 5 | 2 |
| hold buffers | 0 | 0 |
| resized | 66 | 3 |
No activity file was given, so power comes from the tool's default toggle rates.
