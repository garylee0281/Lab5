==> ./design.v <==
`timescale 1ns / 1ps
module freq_divider(
   clk_out,  
	clk_ctl,  
	clk_150,
	clk,  
	rst_n  
	); 
	output reg clk_out;  
	output reg [1:0] clk_ctl;  
	output reg clk_150; 
	input clk;  
	input rst_n;  
	reg [14:0] cnt_l;  
	reg [4:0] cnt_h;  
	reg cnt_t;
	reg [25-1:0] cnt_tmp;  
	always @(clk_out or cnt_h or clk_150 or cnt_t or clk_ctl or cnt_l)
		cnt_tmp = {clk_out,cnt_h,clk_150,cnt_t,clk_ctl,cnt_l} + 1'b1;
	always @(posedge clk or negedge rst_n)
		if (~rst_n) {clk_out, cnt_h, clk_150,cnt_t,clk_ctl, cnt_l}<=25'd0;
		else {clk_out,cnt_h,clk_150,cnt_t,clk_ctl, cnt_l}<=cnt_tmp;
endmodule
==> ./run.sh <==
#!/bin/bash
# OpenROAD 26Q1-2900-gdf79404cd8, Yosys 0.63+post, stock flow scripts
make -C /OpenROAD-flow-scripts/flow DESIGN_CONFIG=/design/flow/config.mk WORK_HOME=/design/flow/orfs finish
==> ./config.mk <==
export PLATFORM = sky130hd
export DESIGN_NAME = freq_divider
export DESIGN_NICKNAME = freq_divider
export VERILOG_FILES = /design/flow/design.v
export SDC_FILE = /design/flow/constraint.sdc
export NUM_CORES = 4
export LEC_CHECK = 1
export CORE_AREA = 10 10 109 109
export DIE_AREA = 0 0 119 119
==> ./constraint.sdc <==
current_design freq_divider

set clk_period 5.8
set clk_io_pct 0.2

create_clock -name clk0 -period $clk_period [get_ports {clk}]

set non_clock_inputs [all_inputs -no_clocks]
set_input_delay [expr $clk_period * $clk_io_pct] -clock clk0 $non_clock_inputs
set_output_delay [expr $clk_period * $clk_io_pct] -clock clk0 [all_outputs]
==> reports/metrics.csv <==
stage;metric;value;unit
status;status;finished, final reports clean;
worst_setup_path;Slowest-stage cell, CP;clkdlybuf4s50_1;
worst_setup_path;CP arrival;1180;ps
drt;total number of vias;611;
floorplan;core footprint;9640;µm²
floorplan;chip width;119;µm
synth;Cells after Synth;85;
final_layout;Final Non-Filler Cells;228;
power_and_ir_drop;PwrDens;202;nW/µm²
sta;TNS Setup;0;ps
synth;Synth cell types;15;
drt;Via density;2.68;
sta;Slew Limit Headroom;75.6;%
worst_setup_path;startpoint types;flop;
cts;Max Root-Sink Buffers;2;
power_and_ir_drop;maximum vdd drop;0.0000935;V
floorplan;FP Rows;36;
floorplan;IO Pins;6;
global_routing;largest net degree at the start of global routing;26;
worst_hold_path;hold crit path type;flop to flop;
floorplan;FP Util;11.5;%
global_routing;Tot GR Track Use;2.49;%
sta;worst-margin pin slew;364;ps
flow_run;MaxCap Viol Count;0;
power_and_ir_drop;Leak;0.631;nW
global_routing;first-pass GRT wire length;2950;µm
worst_setup_path;critical path required time;4640;ps
sta;Pins Over Slew Limit;0;
sta;RSZ-0062 raised after global routing;no;
global_routing;initial antenna violation count;0;
cts;clock sinks;25;
final_layout;Commonest Layout Cell;dfrtp_1;
worst_setup_path;Critical path buffers and inverters;1;
worst_setup_path;CP peak stage delay;490;ps
worst_setup_path;Crit path max-delay family;buffers and inverters;
cts;post-CTS setup buffers;0;
worst_setup_path;CP Class;flop to output port;
drt;DRT Wirelength;1650;µm
synth;Synth area leader;dfrtp_1;
sta;Tmin final;2340;ps
synth;Yosys chip area;1110;µm²
sta;setup violators final;0;
sta;max frequency;427;MHz
placed_design;GPL Wtd Cong;0.693;
sta;hold_ws;474;ps
synth;Syn Area/Cell;13.0;µm²
final_layout;most instantiated logic cells after routing;25 x dfrtp_1, 15 x xnor2_1, 9 x nand3_1;
synth;Syn Std Cell Area;1110;µm²
cts;clock transition at the registers of the reported paths;90;ps
final_layout;Layout Utilization;14.3;%
synth;cells in synth_stat.txt;85;
floorplan;Die Y-Extent;119;µm
drt;First-pass DRT Iterations;4;
drt;Iteration-0 DRC Markers;34;
flow_run;stage-log warning count;25;
cts;Post-CTS Resized;0;
cts;clock root cell;clkbuf_8;
cts;TritonCTS clock tree;done;
synth;Area leader share;56.6;%
sta;count of final hold-check violations;0;
cts;CTS buffer count;3;
placed_design;I/O Buffers;5;
sta;crit share post-route;40.3;%
floorplan;Die ar.;14200;µm²
worst_setup_path;CP Cell Sequence;clkdlybuf4s50_1;
sta;clk_skew;6.45;ps
synth;Post-synth seq share;56.6;%
drt;DRC Markers;0;
global_routing;gr ovfl total;0;
worst_setup_path;Setup crit end kind;output port;
synth;biggest area cells;dfrtp_1 57%, xnor2_1 12%, xor2_1 6.3%;
synth;Ys Warns;1;
final_layout;post-route cell area;1380;µm²
placed_design;dpl hpwl;1240;µm
placed_design;Placed Cells;224;
worst_setup_path;CP Max Fanout;6;
cts;H-Tree Depth;1;
final_layout;layout cell share with drive strength beyond 1;11.6;%
synth;Flops after synth;25;
cts;clk latency late pin;260;ps
drt;Routed Antenna Nets;0;
global_routing;vias in the first global route;647;
final_layout;Syn-to-layout area delta;24.4;%
drt;Wirelength per Cell;7.25;µm
drt;Ant. Diodes;0;
placed_design;Placed Area;1330;µm²
cts;Post-CTS Hold Fix Bufs;0;
## registers in the layout, summed over array words and instances (netlist names)
register  count
cnt_l        15
cnt_h         5
clk_ctl       2
cnt_t         1
clk_150       1
clk_out       1
## cell usage after synthesis
cell,number
ha_1,1
and3_2,1
nand2_1,4
xnor2_1,15
nor4_4,2
nand4_1,4
dfrtp_1,25
and4_1,2
inv_1,2
and3_1,5
nand3_1,9
xor2_1,8
nor2_1,4
nand4_4,2
nand3_4,1
## report_power, final
part / internal (mW) / switching [mW] / leakage (nW)
clock: 0.0479 / 0.0513 / 0.0255
sequential: 0.174 / 0 / 0.340
combinational: 0.00103 / 0.00343 / 0.266
total: 0.223 / 0.0547 / 0.631
## final cells by class
| type | count | area (µm²) |
|---|---|---|
| Inverter | 2 | 7.51 |
| Fill cell | 1091 | 8260 |
| Clock inverter | 1 | 5.00 |
| Clock buffer | 3 | 41.3 |
| Timing Repair Buffer | 6 | 57.6 |
| Multi-Input combinational cell | 58 | 473 |
| Sequential cell | 25 | 626 |
| Tap cell | 133 | 166 |
## through the flow
step | setup slack [ps] | power, mW
floorplan | 4250 | 0.178
global placement | 3740 | 0.183
detailed placement | 3740 | 0.183
CTS | 3440 | 0.285
global route | 3360 | 0.293
finish | 3460 | 0.278
## final timing paths
kind | startpoint | end | slack, ps | depth (start not counted)
hold / removal | cnt_h[2]$_DFF_PN0_ | cnt_h[2]$_DFF_PN0_ | 470 | 1
max in group asynchronous | rst_n | cnt_l[6]$_DFF_PN0_ | 4290 | 2
setup / recovery | clk_ctl[0]$_DFF_PN0_ | clk_ctl[0] | 3460 | 1
hold reg to reg | cnt_h[2]$_DFF_PN0_ | cnt_h[2]$_DFF_PN0_ | 470 | 1
min in group asynchronous | rst_n | cnt_l[7]$_DFF_PN0_ | 1260 | 2
setup reg to reg | cnt_l[0]$_DFF_PN0_ | clk_out$_DFF_PN0_ | 4170 | 5
## cell families (layout without fill, tap and decap cells)
kind of cell / Yosys count / in the layout / synth area share [%]
adder cells (fa/ha/maj): 1 / 1 / 1.13
XOR/XNOR: 23 / 23 / 18.2
AND/OR/NAND/NOR: 34 / 34 / 23.4
buffers and inverters: 2 / 12 / 0.679
flip-flops: 25 / 25 / 56.6
## per-layer routing
metal	share of wire [%]	track usage [%]	vias up	wire length [µm]
li1	-	-	315	-
met5	0	0	-	0
met3	6.9	1.53	0	114
met2	44	3.70	11	724
met1	49	3.20	285	814
met4	0	0.0763	0	0
No activity file was given, so power comes from the tool's default toggle rates.
