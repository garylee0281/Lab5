--- flow/config.mk ---
export PLATFORM = sky130hd
export DESIGN_NAME = Lab5_1
export DESIGN_NICKNAME = Lab5_1
export VERILOG_FILES = /design/flow/design.v
export SDC_FILE = /design/flow/constraint.sdc
export NUM_CORES = 4
export LEC_CHECK = 1
export CORE_UTILIZATION = 50
--- flow/constraint.sdc ---
current_design Lab5_1

set clk_period 4.4
set clk_io_pct 0.2

create_clock -name clk0 -period $clk_period [get_ports {clk}]

set non_clock_inputs [all_inputs -no_clocks]
set_input_delay [expr $clk_period * $clk_io_pct] -clock clk0 $non_clock_inputs
set_output_delay [expr $clk_period * $clk_io_pct] -clock clk0 [all_outputs]
--- flow/design.v ---
`timescale 1ns / 1ps
module Lab5_1(
   input clk,
	input rst_n,
	input in,
	output [3:0] ftsd_ctl,
	output [14:0] display,
	output [14:0] LED,
	output sel_out
    );
	wire [3:0] bcd;
	wire [1:0] clk_ctl;
	wire [3:0] in0, in1, in2, in3;
	wire clk_out; 
	wire sel_out; 
	wire [3:0] out0, out1, out2, out3;
	wire clk_debounce;
	wire pb_debounced;
	wire fsm_in;
	assign in0=4'd0;
	assign in1=4'd0;
	assign in2=4'd3;
	assign in3=4'd0;
freq_div f1(
	.clk_out(clk_out), 
	.clk_ctl(clk_ctl),  
	.clk_150(clk_debounce), 
	.clk(clk),  
	.rst_n(rst_n)  
	);
fsm fl(
	.clk(clk),
	.rst(rst_n),
	.sel_out(sel_out),
	.in(fsm_in)
);
bcd_dis b1( 
	.display(display),  
	.bcd(bcd)  
	);
counter c1(
	.clk(clk_out),
	.sel_in(sel_out),
	.in0(in0),
	.in1(in1),
	.in2(in2),
	.in3(in3),
	.out0(out0),
	.out1(out1),
	.out2(out2),
	.out3(out3),
	.rst(rst_n),
	.LED(LED)
);
scan s1(
	.ftsd_ctl(ftsd_ctl),  
	.ftsd_in(bcd),  
	.in0(out0),  
	.in1(out1),  
	.in2(out2),  
	.in3(out3),  
	.ftsd_ctl_en(clk_ctl)  
	);
debon dl(
.clk(clk_debounce),  
.rst_n(rst_n),  
.pb_in(in),  
.pb_debounced(pb_debounced)  
);
one_pause one(
.clk(clk),  
.rst_n(rst_n),  
.in_trig(pb_debounced),  
.out_pulse(fsm_in)  
);
endmodule
`timescale 1ns / 1ps
module bcd_dis(
   display,  
	bcd  
	);
	output [14:0] display;  
	input [3:0] bcd;  
	reg [14:0] display;  
	always @(bcd)
		case (bcd)
			4'd0: display = 15'b0000_0011_1111_111;  
			4'd1: display = 15'b1111_1111_1011_011;  
			4'd2: display = 15'b0010_0100_1111_111;  
			4'd3: display = 15'b0000_1100_1111_111;  
			4'd4: display = 15'b1001_1000_1111_111;  
			4'd5: display = 15'b0100_1000_1111_111;  
			4'd6: display = 15'b0100_0000_1111_111;  
			4'd7: display = 15'b0001_1111_1111_111;  
			4'd8: display = 15'b0000_0000_1111_111;  
			4'd9: display = 15'b0000_1000_1111_111;  
			default: display = 15'b1111_1111_1111_111;  
		endcase
endmodule
`timescale 1ns / 1ps
module counter(clk, sel_in, in0, in1,in2, in3,out0,out1,out2,out3,rst,LED
);
input clk ,sel_in,rst;
input [3:0]in0,in1,in2,in3;
output [3:0]out0,out1,out2,out3;
output [14:0]LED;
reg [3:0]temp0,temp1,temp2,temp3;
reg [3:0]out0,out1,out2,out3;
reg a,b,c,d;
reg [14:0]LED;
always@(posedge clk or negedge rst)begin
if(~rst)
begin
temp0<=in0;
temp1<=in1;
temp2<=in2;
temp3<=in3;
 LED[0]=0;
	 LED[1]=0;
	 LED[2]=0;
	 LED[3]=0;
	 LED[4]=0;
	 LED[5]=0;
	 LED[6]=0;
	 LED[7]=0;
	 LED[8]=0;
	 LED[9]=0;
	 LED[10]=0;
	 LED[11]=0;
	 LED[12]=0;
	 LED[13]=0;
	 LED[14]=0;
end
else if(sel_in==1)
	begin
			if(temp3==4'd0)
			begin
				if(temp2==4'd0)
				begin
					if(temp1==4'd0)
					begin
					LED[0]=1;
					LED[1]=1;
					LED[2]=1;
					LED[3]=1;
					LED[4]=1;
					LED[5]=1;
					LED[6]=1;
					LED[7]=1;
					LED[8]=1;
					LED[9]=1;
					LED[10]=1;
					LED[11]=1;
					LED[12]=1;
					LED[13]=1;
					LED[14]=1;
					end
					else
					begin
					temp1<=temp1-4'd1;
					temp2<=4'd5;
					temp3<=4'd9;
					end
				end
				else
				begin
				temp2<=temp2-4'd1;
				temp3<=4'd9;
				end
			end
			else
			begin
			temp0<=temp0;
			temp1<=temp1;
			temp2<=temp2;
			temp3<=temp3-4'd1;
			end
		end		
end
always@(posedge clk or negedge rst)
begin
	if(~rst)
	begin
	out0<=in0;
	out1<=in1;
	out2<=in2;
	out3<=in3;
	end
	else
	begin
	out0<=temp0;
	out1<=temp1;
	out2<=temp2;
	out3<=temp3;
	end
end
endmodule
`timescale 1ns / 1ps
module debon(
clk,  
rst_n,  
pb_in,  
pb_debounced  
);
input clk;  
input rst_n;  
input pb_in;  
output pb_debounced;  
reg pb_debounced;  
reg [3:0] debounce_window;  
reg pb_debounced_next;  
reg [3:0] debounce_window_tmp;
always@(*)
begin
debounce_window_tmp[3]<=debounce_window[3];
debounce_window_tmp[2]<=debounce_window[2];
debounce_window_tmp[1]<=debounce_window[1];
debounce_window_tmp[0]<=debounce_window[0];
end
always @(posedge clk or negedge rst_n)
begin
if (~rst_n)
begin
debounce_window <= 4'd0;
end
else
begin
debounce_window [0]<= ~pb_in;
debounce_window [1]<= debounce_window[0];
debounce_window [2]<= debounce_window[1];
debounce_window [3]<= debounce_window[2];
end
end
always @*
begin
if (debounce_window == 4'b1111)
begin
pb_debounced_next = 1'b1;
end
else
begin
pb_debounced_next = 1'b0;
end
end
always @(posedge clk or negedge rst_n)
begin
if (~rst_n)
begin
pb_debounced <= 1'b0;
end
else
begin
pb_debounced <= pb_debounced_next;
end
end
endmodule
`timescale 1ns / 1ps
module freq_div(
   clk_out,  
	clk_ctl,  
	clk_150,
	clk,  
	rst_n  
	); 
	output reg clk_out;  
	output reg [1:0] clk_ctl;  
	output reg clk_150; 
	input clk;  
	input rst_n;  
	reg [14:0] cnt_l;  
	reg [4:0] cnt_h;  
	reg cnt_t;
	reg [25-1:0] cnt_tmp;  
	always @(clk_out or cnt_h or clk_150 or cnt_t or clk_ctl or cnt_l)
		cnt_tmp = {clk_out,cnt_h,clk_150,cnt_t,clk_ctl,cnt_l} + 1'b1;
	always @(posedge clk or negedge rst_n)
		if (~rst_n) {clk_out, cnt_h, clk_150,cnt_t,clk_ctl, cnt_l}<=25'd0;
		else {clk_out,cnt_h,clk_150,cnt_t,clk_ctl, cnt_l}<=cnt_tmp;
endmodule
`timescale 1ns / 1ps
module fsm(
   rst,clk,sel_out,in
    );
input in;	 
input rst;
input clk;
output sel_out;
wire [1:0] S0,S1;
assign S0=2'b00;
assign S1=2'b01;
reg [2:0]state,next_state;
always@(posedge clk,negedge rst)
	begin
		if(rst==0)
		state<=S0;
		else
		state<=next_state;
	end
always@(state or in)begin
	case(state)
	S0:begin
		if(in==1)
		next_state=S1;
		else
		next_state=S0;
		end
	S1:begin
		if(in==1)
		next_state=S0;
		else
		next_state=S1;
		end
	endcase
end
assign sel_out=state==S1?1:0;
endmodule
`timescale 1ns / 1ps
module one_pause(
clk,  
rst_n,  
in_trig,  
out_pulse  
);
input clk;  
input rst_n;  
input in_trig;  
output out_pulse;  
reg out_pulse;  
reg in_trig_delay;
always @(posedge clk or negedge rst_n)
if (~rst_n)
in_trig_delay <= 1'b0;
else
in_trig_delay <= in_trig;
assign out_pulse_next = in_trig &
(~in_trig_delay);
always @(posedge clk or negedge rst_n)
if (~rst_n)
out_pulse <=1'b0;
else
out_pulse <= out_pulse_next;
endmodule
`timescale 1ns / 1ps
module scan(
   ftsd_ctl,  
	ftsd_in,  
	in0,  
	in1,  
	in2,  
	in3,  
	ftsd_ctl_en  
	);
	output reg [3:0] ftsd_in;  
	output reg [3:0] ftsd_ctl;  
	input [3:0] in0,in1,in2,in3;  
	input [1:0] ftsd_ctl_en;  
	always @(ftsd_ctl_en)
		case (ftsd_ctl_en)
			2'b00:
				begin
				ftsd_ctl=4'b0111;
				ftsd_in=in0;
				end
			2'b01:
				begin
				ftsd_ctl=4'b1011;
				ftsd_in=in1;
				end	
			2'b10:
				begin
				ftsd_ctl=4'b1101;
				ftsd_in=in2;
				end
			2'b11:
				begin
				ftsd_ctl=4'b1110;
				ftsd_in=in3;
				end
			default:
				begin
				ftsd_ctl=4'b0000;
				ftsd_in=in0;
				end
		endcase
endmodule
--- flow/run.sh ---
#!/bin/bash
# OpenROAD 26Q1-2900-gdf79404cd8, Yosys 0.63+post, stock flow scripts
make -C /OpenROAD-flow-scripts/flow DESIGN_CONFIG=/design/flow/config.mk WORK_HOME=/design/flow/orfs finish
==> flow_summary.toml <==
# physical design summary
[outcome]
status = "completed"

[die]
die-area_mm2 = 0.00571
fp-utilization = 0.523
die_y_um = 75.6
core_area_mm2 = 0.00517
ios = 38
rows = 26
fp.dieW_um = 75.6

[worst_setup_path]
critical-path-slowest-cell = "dfrtp_1"
rrSetupSlack_ns = 2.86
crit_path_max_fanout = 11
reg2reg_depth = 4
crit_required_ns = 3.52
cp.arrival_ns = 2.86
critical-path-max-stage-delay_ns = 0.55
crit_chain = "mux2_2 > a22oi_1 > inv_1 > ha_1 > mux2_2 > a21oi_1 > clkdlybuf4s50_1"
crit_buf_inv = 2
critPathTopFamily = "buffers and inverters"
crit_top_cell = "mux2_2"
criticalPathCategory = "reg -> out"
startpoint_type = "flop"
endpoint_kind = "output pin"
r2r_start = "f1.clk_ctl[1]"
r2r_end = "f1.clk_out"

[route]
drtPass1Iterations = 4
via_count = 1592
drc_errors = 0
viasPerCell = 5.01
wl_per_cell_um = 12.6
wirelength_um = 4020
drtIter0Drc = 40
n_antenna_cell = 0
antenna_left = 0

[finish]
post_route_cells_drive_above_1_share = 0.0847
synthToLayoutAreaGrowth_pct = 10.7
fin_cells = 318

[power]
combPwrFrac = 0.029
p_sw_frac = 0.202
leakage_uw = 0.00139
fin_total_pwr_uw = 401
internal_power_uw = 320
powerDensity_mw_per_mm2 = 134
vdd_drop_max_mv = 0.154
clockPowerShare = 0.330
p_sw_uw = 81.1
seqPwrFrac = 0.641

[clock_tree]
clk_pin_slew_worst_paths_ns = 0.08
post_cts_resized = 0
cts_root_buffer = "clkbuf_8"
cts_buffer_depth = 2
postCtsSetupBuffers = 0
cts.htree.levels = 1
cts_tree = "built"
cts_made_buffers = 3
holdBufCountCts = 0
insertion_delay_ns = 0.27

[global_route]
use_met3 = 0.0241
grt_pass1_vias = 1521
antenna_found_initial = 0
grt_max_degree = 59
grt_overflow = 0
use_met1 = 0.292
grt_use_met2 = 0.239
grt_use_total = 0.165
busiest_layer = "met1"
grt_pass1_wl_um = 6930

[placement]
gp_congestion = 0.765
pre_cts_slack_ns = 0.936
io_buffers = 32
place_hpwl_um = 2910
place_inst = 315

[synthesis]
avgSynthCellArea_um2 = 11.6
synth_area_mm2 = 0.00271
ys_async_sr_fraction = 1.00
syn_inst = 233
edf_count = 0
ys_seq_frac = 0.538
fa_ha_area_frac = 0.0416
ys_sh_aoi = 0.0444
ys.flops = 58
flop_cell = "dfrtp_1"
ys_sh_mux = 0.0425
ys_sh_xor = 0.0939
yosys_area_mm2 = 0.00271
synth.distinct_cells = 38
ys_sh_simple = 0.156
ys_warn_count = 16
top_logic_kind = "simple AND/OR/NAND/NOR gates"
yosysCellCount = 233

[final_timing]
max-slew-margin-rel = 0.537
hold_violations = 0
untimed_endpoints = 46
timing.final.ws_setup_ns = 0.660
finalCritPeriodShare = 0.850
fin_setup_tns_ns = 0
finalCriticalPeriod_ns = 3.74
fmax_mhz = 267
setup_viol = 0
rsz0062_at_grt = "no"
slew_viol_final = 0
unclocked_regs = 30
tightest_slew_ns = 0.695
hold_ws_ns = 0.399
clock_skew_ns = 0.00186

[flow_run]
drv_cap = 0
warnings = 31

[hold_path]
holdPathEnd = "one.out_pulse"
whs_path_depth = 1
hold_path_startpoint = "one.in_trig_delay"
min_path_type = "reg -> reg"
## cells by family after synthesis
family | after synthesis
AND-OR/OR-AND | 18
XOR/XNOR | 29
adder cells (fa/ha/maj) | 9
buffers and inverters | 37
flip-flops | 58
multiplexers | 11
other | 1
AND/OR/NAND/NOR | 70
## cell type report
class                   count  area (um2)
flip-flops and latches     58        1460
multi-input cells         142        1040
clock buffers               3        41.3
fillers                   404        2180
inverters                  12        45.0
repair buffers             33         323
well taps                  70        87.6
## layer usage
metal,vias up,routed length (um)
met2,42,1720
met5,-,0
li1,791,-
met1,757,2080
met4,0,17
met3,2,207
## sequential cells by signal, indices dropped and copies added, names as in the netlist
register and count:
c1.LED 1, c1.out1 4, c1.out2 4, c1.out3 4
c1.temp1 4, c1.temp2 4, c1.temp3 4, dl.debounce_window 4
dl.pb_debounced 1, f1.clk_150 1, f1.clk_ctl 2, f1.clk_out 1
f1.cnt_h 5, f1.cnt_l 15, f1.cnt_t 1, fl.state 1
one.in_trig_delay 1, one.out_pulse 1
## power groups by stage
| stage | Clock, uW | Sequential (uW) | Combinational [uW] |
|---|---|---|---|
| CTS | 136 | 257 | 12.4 |
| global route | 146 | 257 | 14.6 |
| finish | 133 | 257 | 11.5 |
## placed cells by master (no fill, tap or decap)
master            n
or2b_1            1
buf_4             1
dfrtp_1          54
nor2_1            5
inv_1            12
ha_1              9
xor2_1           10
a22oi_1           2
nor3b_1           2
xnor2_1          19
or4_1             1
dfstp_2           4
nand2_1           9
and3_1            3
nor4_1            1
nand2b_1          3
o21a_1            1
or3b_4            1
or3_1             1
or3b_2            1
or2_2             2
a22oi_2           1
clkdlybuf4s50_1  31
nor3_4            1
or2_4             1
nand3_1          15
o21ai_0           5
a21o_1            2
conb_1            5
mux2i_1           7
o2bb2ai_2         1
a21oi_1           6
clkbuf_8          3
buf_2             1
nor3_1            6
mux2_2            4
nor2b_1           4
nand4_1           5
and4_1            8
## cells in the mapped netlist, drive strengths merged, types with 6 or more instances
| library cell | count | share of area |
|---|---|---|
| a21oi | 6 | 0.011 |
| and4 | 8 | 0.026 |
| buf | 23 | 0.063 |
| dfrtp | 54 | 0.50 |
| ha | 9 | 0.042 |
| inv | 12 | 0.017 |
| mux2i | 7 | 0.026 |
| nand2 | 9 | 0.012 |
| nand3 | 15 | 0.028 |
| nor3 | 7 | 0.017 |
| xnor2 | 19 | 0.061 |
| xor2 | 10 | 0.032 |
## worst max path at each step
stage,startpoint,end,slack [ns],cells past startpoint
CTS,f1.clk_ctl[0],display[10],0.64,7
global route,f1.clk_ctl[0],display[10],0.46,7
finish,f1.clk_ctl[0],display[10],0.66,7
## stage by stage
| step | utilization | area [um2] |
|---|---|---|
| after floorplan | - | 2720 |
| after global placement | 0.571 | 2950 |
| after detailed placement | 0.571 | 2950 |
| after CTS | 0.579 | 3000 |
| after global routing | 0.579 | 3000 |
| final | 0.579 | 3000 |
Power and IR drop assume default switching activity.
